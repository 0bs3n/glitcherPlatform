[design/flow/design.v]
`timescale 1ns / 1ps
`default_nettype none
module serializer64 (
    input  wire clk,
    input  wire en,
    input  wire [63:0] in,
    output reg out
    );
    typedef enum {
        STATE_IDLE,
        STATE_RUNNING
    } STATE;
    STATE state;
    logic [7:0] bit_count;
    logic [63:0] buffer;
    localparam input_width = 'd64;
    always_ff @(posedge clk) begin
        state <= en ? STATE_RUNNING : STATE_IDLE;
        case (state)
            STATE_IDLE: begin
                out <= 0;
                bit_count <= 0;
                state <= en ? STATE_RUNNING : STATE_IDLE;
                buffer <= en ? in : 0;
            end
            STATE_RUNNING: begin
                if (bit_count == input_width) begin
                    state <= STATE_IDLE;
                end else begin
                    bit_count <= bit_count + 1;
                    out <= buffer[63];
                    buffer <= { buffer[62:0], 1'b0 };
                    state <= STATE_RUNNING;
                end
            end
        endcase
    end    
endmodule
[design/flow/run.sh]
#!/bin/bash
# OpenROAD 26Q1-2900-gdf79404cd8, Yosys 0.63+post, stock flow scripts
make -C /OpenROAD-flow-scripts/flow DESIGN_CONFIG=/design/flow/config.mk WORK_HOME=/design/flow/orfs finish
[design/flow/config.mk]
export PLATFORM = sky130hd
export DESIGN_NAME = serializer64
export DESIGN_NICKNAME = serializer64
export VERILOG_FILES = /design/flow/design.v
export SDC_FILE = /design/flow/constraint.sdc
export NUM_CORES = 4
export LEC_CHECK = 1
export CORE_UTILIZATION = 30
[design/flow/constraint.sdc]
current_design serializer64

set clk_period 4.5
set clk_io_pct 0.2

create_clock -name clk0 -period $clk_period [get_ports {clk}]

set non_clock_inputs [all_inputs -no_clocks]
set_input_delay [expr $clk_period * $clk_io_pct] -clock clk0 $non_clock_inputs
set_output_delay [expr $clk_period * $clk_io_pct] -clock clk0 [all_outputs]
==> reports/qor.yml <==
die_w_um: 104.2
num_vias: 1896
hpwl_um: 3394
async_flop_share_pct: 0
seq_area_frac_synth_pct: 71.22
final.setup.tns_ns: 0
initial_utilization_pct: 31.49
cts_tree: "done"
antenna_found_initial: 0
wl_met3_um: 401
cts_resized: 0
slew_viol_final: 0
synth-main-ff-cell: "edfxtp_1"
hold_violations: 0
hp-class: "register to register"
p_per_area_nw_per_um2: 663.3
yosys-stat-cells: 195
start_kind: "primary input"
fmax_mhz: 400.2
grt_setup_unrepaired: "no"
fin_crit_ns: 2.499
final.setup_skew_ns: 0.008511
whs_ns: 0.4844
path_cells: "clkdlybuf4s50_1 > nor2b_4 > buf_4 > a22o_1"
synthCells: 195
critPathRequiredTime_ns: 4.70
syn_to_final_growth_pct: 30.54
ys_top_cells_by_count: "edfxtp_1, a22o_1, buf_4"
grt_max_degree: 61
syn_avg_cell_area_um2: 16.07
crit_path_end_kind: "register"
numCtsBuffers: 9
finalClockPeriodUsage_pct: 55.53
max_slew.worst_pin.slew_ns: 0.7135
place_congestion: 0.7498
yosys_area_um2: 3134
cts_buffer_depth: 2
routed-wl-met2_um: 2449
ant_nets: 0
cts.clk_slew.worst_paths_ns: 0.07
die-area_um2: 10860
drv_cap: 0
edf_count: 73
topRoutingLayerUsed: "met4"
cts.sinks: 75
synth_area_um2: 3134
crit_path_top_delay_cell: "nor2b_4"
routed_wl_um: 5789
topCellsByArea: "edfxtp_1, a22o_1, buf_4, dfxtp_1, and2_1"
drive_above_1_share_pct: 7.576
slew_headroom_pct: 52.44
ys_types: 24
grt_pass1_vias: 1915
critPathMaxStageDelay_ns: 0.57
setup_viol: 0
yosys_warnings: 1
cts_root_buffer: "clkbuf_8"
status: "complete, no violations"
cts_setup_buffers: 0
cts_hold_buf: 0
overflow: 0
route.detailed.drc: 0
htreeDepth: 3
grt_pass1_wl_um: 9439
worstSetupPathType: "primary input to register"
synth.top_cell.area_share_pct: 69.94
numSynthFlops: 75
die_h_um: 104.2
path_max_fanout: 36
antenna_cells: 0
yosys.area.top_type: "edfxtp_1"
grt_use_total_pct: 11.48
worstSkewPairLatency_ns: 0.34
m1WireLength_um: 2866
synth_dominant_cell_count: "edfxtp_1"
row_count: 36
placed_cells: 381
firstDrtPassIters: 4
critical_path_arrival_ns: 2.70
pin_count: 67
power.leakage_nw: 1.488
ir_worst_vdd_v: 0.0002667
drt-initial-drc-count: 92
wl_per_cell_um: 14.58
stage_log_warnings: 26
io_buffers: 66
viasPerCell: 4.776
finalNonFillerCells: 397
core_um2: 9955
registers in the layout (all words and copies together) (netlist names):
name,cells
bit_count,8
buffer,64
out,1
state,2
stage by stage:
step	cell area (um2)	util [%]	total power [mW]	setup WS, ns
2_1_floorplan	3134	-	2.037	1.515
3_3_place_gp	3909	39.27	2.234	1.664
3_5_place_dp	3909	39.27	2.241	1.648
4_1_cts	4091	41.10	2.751	2.014
5_1_grt	4091	41.10	2.891	1.906
6_report	4091	41.10	2.714	2.001
final cells by class:
cell class	count	area (um2)
Fill cell	908	5863
Sequential cell	75	2233
Tap cell	133	166.4
Multi-Input combinational cell	101	814.5
Clock buffer	9	123.9
Inverter	3	11.26
Clock inverter	7	58.81
Timing Repair Buffer	69	683.2
path summary, 6_finish.rpt:
kind / cells after the start / startpoint / slack [ns] / to
setup / recovery: 4 / en / 2.00 / buffer[8]
setup reg to reg: 4 / state[1] / 2.11 / bit_count[7]
hold / removal: 2 / state[0] / 0.48 / state[0]
hold reg to reg: 2 / state[0] / 0.48 / state[0]
placed cells by master, fill, tap and decap left out, types with 3 or more instances in the layout:
cell             synthesis  routed
edfxtp_1                73      73
clkdlybuf4s50_1          0      66
a22o_1                  63      63
clkbuf_8                 0       9
nand3_1                  6       6
and2_1                   6       6
nand2_1                  5       5
inv_1                    3       3
o21ai_0                  3       3
clkinv_1                 0       3
buf_4                    7       3
worst max-delay path, delay by kind of cell:
family	cells	cell delay, ns
AND-OR/OR-AND	1	0.21
AND/OR/NAND/NOR	1	0.57
buffers and inverters	2	0.99
cells by family after synthesis:
kind of cell / Yosys count / share of synthesized area, %
xor gates and xnor gates: 3 / 0.8385
adders and majority gates: 2 / 0.7983
and+or+nand+nor: 26 / 4.671
buffers and inverters: 19 / 3.274
muxes: 2 / 0.6387
AOI/OAI and AO/OA: 68 / 18.56
DFF: 75 / 71.22
where the power goes:
part,leakage [nW],total [mW],internal [mW],switching [mW]
Combinational,0.619,0.751,0.381,0.370
Clock,0.0915,0.488,0.249,0.240
Sequential,0.778,1.47,1.31,0.163
Total,1.49,2.71,1.94,0.772
routing by layer:
layer	global-route usage [%]	vias up
li1	-	919
met4	1.224	0
met1	18.68	909
met5	0	-
met3	4.595	9
met2	15.86	59
Power is estimated from default activity; no workload was simulated.
