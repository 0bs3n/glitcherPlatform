**/design/flow/config.mk**
```make
export PLATFORM = sky130hd
export DESIGN_NAME = delay
export DESIGN_NICKNAME = delay
export VERILOG_FILES = /design/flow/design.v
export SDC_FILE = /design/flow/constraint.sdc
export NUM_CORES = 4
export LEC_CHECK = 1
export CORE_UTILIZATION = 50
```
**/design/flow/constraint.sdc**
```tcl
current_design delay

set clk_period 8.5
set clk_io_pct 0.2

create_clock -name clk0 -period $clk_period [get_ports {clk}]

set non_clock_inputs [all_inputs -no_clocks]
set_input_delay [expr $clk_period * $clk_io_pct] -clock clk0 $non_clock_inputs
set_output_delay [expr $clk_period * $clk_io_pct] -clock clk0 [all_outputs]
```
**/design/flow/design.v**
```verilog
`timescale 1ns / 1ps
`default_nettype none
module delay (
    input wire clk,
    input wire en,
    input wire [63:0] delay,
    output reg ready
    );
    typedef enum {
        STATE_IDLE,
        STATE_RUNNING
    } STATE;
    logic [64:0] cnt;
    logic state = STATE_IDLE;
    always_ff @(posedge clk) begin
        case (state)
            STATE_IDLE: begin
                cnt <= 0;
                ready <= 0;
                state <= en ? STATE_RUNNING : STATE_IDLE;
            end
            STATE_RUNNING: begin
                state <= cnt == delay ? STATE_IDLE : STATE_RUNNING;
                ready <= cnt == delay ? 1 : 0;
                cnt <= cnt + 1;
            end
        endcase
    end
endmodule
```
**/design/flow/run.sh**
```bash
#!/bin/bash
# OpenROAD 26Q1-2900-gdf79404cd8, Yosys 0.63+post, stock flow scripts
make -C /OpenROAD-flow-scripts/flow DESIGN_CONFIG=/design/flow/config.mk WORK_HOME=/design/flow/orfs finish
```
==> run notes <==
Notes from the flow run.

Worst hold path:
- Note that the worst hold path type here is register to register.
- The run puts the cell count of the worst hold path at 2.
- The path with the worst hold slack has its endpoint at cnt[64].
- Looking at hold timing, the worst path starts from cnt[64].

Drt:
- The run puts the total inserted antenna cells at 0.
- The run puts the via count at roughly 3600.
- The run gives the post-detailed-routing wire length as approximately 10000 µm.
- The run puts the mean number of vias per cell at between 5 and 6.
- The run puts the number of routed nets with antenna violations at 0.
- The run gives the total DRC errors in the routed layout as 0.
- The first detailed-routing pass ran for 4 iterations.
- The run gives the average wire length per cell after detail routing as 16.52 µm.
- The run gives the count of routing violations after the opening detailed-route iteration as around 190.

Global route:
- The first global-routing pass estimated approximately 17000 µm of wire.
- The run puts the number of global-route vias before repair at approximately 3400.
- The run puts the total congestion overflow at 0.
- Entering global routing, the biggest net connects about 42 pins.
- The run puts the global routing usage summed across all routing layers at 0.2728.
- The run gives the initial antenna violation count as 0.

Placed design:
- The run puts the quantity of I/O buffers inserted on ports at between 60 and 70.
- The run puts the last weighted congestion value of the routability-driven placer at 0.9476.
- The run puts the HPWL reported at the end of detailed placement at 7669 µm.
- The run puts the total cell area at the placement stage at 4564 µm².

Critical path:
- The critical path in this run is classified as input pin to register.
- The run gives the data arrival at the endpoint of the critical path as between 3 and 4 ns.
- The run gives the critical path launch point type as an input pin.
- The run gives the critical path data required time as 8.73 ns.
- The run gives the launch point of the worst reg-to-reg path as cnt[24].
- The run gives the worst flop-to-flop path endpoint as cnt[50].
- STA classifies the critical path endpoint as a register.
- The run puts the worst-case reg-to-reg path depth at 5.
- The worst register-to-register path has a setup slack of about 6.0 ns.
- The run puts the largest fanout on the critical path at 2.
- The critical path's slowest stage uses the library cell sky130_fd_sc_hd__or4_1.
- In this run the critical path is formed by clkdlybuf4s50_1 > xor2_1 > nor4_1 > nand4_1 > or4_1 > o22a_1.
- The run puts the delay of the slowest cell on the worst path at 0.58 ns.

Final timing:
- Setup repair after global routing left no endpoint under its margin.
- The run gives the remaining max-slew budget at the tightest pin as 0.5044.
- The run puts the post-route clock period utilization at 0.4128.
- The run puts the setup TNS after final layout at 0 ns.
- Looking at the max-slew report, the worst-margin pin has a slew of 0.7331 ns.
- The run gives the minimum clock period as 3.509 ns.
- The run gives the final count of hold timing violations as 0.
- The run puts the highest clock frequency the design can meet at ~0.28 GHz.
- The run puts the number of pins exceeding their max-slew limit in the final report at 0.
- The run gives the final count of negative-setup-slack endpoints as 0.
- The run puts the worst clock skew at 0.007746 ns.

Job:
- The tool flagged a number of max-cap violations equal to 0.
- The run puts the total number of warnings across the stage logs at 26.

Synth:
- The main area contributors are sky130_fd_sc_hd__dfxtp_1, sky130_fd_sc_hd__xor2_1, sky130_fd_sc_hd__xnor2_1.
- Each instance of the synthesized netlist takes up on average between 8 and 9 µm².
- The run puts the post-synthesis sequential element count at 67.
- The mapped netlist covers around 3800 µm².
- The run puts the share of the yosys chip area belonging to registers at 0.3487.
- By count the netlist is led by sky130_fd_sc_hd__dfxtp_1, sky130_fd_sc_hd__xor2_1, sky130_fd_sc_hd__nor2_1, sky130_fd_sc_hd__xnor2_1.
- The run puts the number of cells in the yosys synthesis report at about 470.
- The run puts the async set or reset register ratio after synthesis at 0.
- Looking at the gate-level netlist, the highest instance count belongs to sky130_fd_sc_hd__dfxtp_1.
- The most used flip-flop cell after synthesis is sky130_fd_sc_hd__dfxtp_1.
- The synthesized design spends more area on one cell type than any other, namely sky130_fd_sc_hd__dfxtp_1.
- The run puts the Yosys warning count at 1.
- Counting flops with a built-in enable in the synthesized netlist gives 0.
- The gate-level netlist out of Yosys references 37 unique cell types.
- In the synthesis report, Yosys lists the chip area as around 3800 µm².
- The run gives the instance tally after logic synthesis as approximately 470.
- The run puts the fraction of synthesized cell area taken by the top area cell type at 0.3487.

Clock network:
- The run puts the clock network latency to the later pin of the worst-skew pair at roughly 0.34 ns.
- The report puts the hold buffer count at CTS at 0.
- The run puts the count of instances resized after the clock tree is built at 0.
- The run puts the count of H-tree levels built during CTS at 3.
- The run puts the sink count of the clock tree at 67.
- The run gives the clock tree buffer depth as 2.
- TritonCTS built the clock tree.
- After clock tree synthesis, the clock-pin slew on the worst setup and hold paths is about 0.070 ns.
- The run puts the number of post-CTS setup repair buffers at 0.
- TritonCTS created 9 clock buffers.
- The run gives the clock root buffer as sky130_fd_sc_hd__clkbuf_8.

Die:
- The floorplan has 31 rows.
- The run gives the floorplan core density as 0.5247.
- The run gives the area of the core as around 7300 µm².
- The chip occupies a little over 8000 µm².
- The run gives the vertical extent of the die as 89.71 µm.
- The run puts the horizontal extent of the die at approximately 90 µm.
- For this design the top-level I/O count stands at 67.

Power and ir drop:
- In this run the VDD rail shows a maximum IR drop of about 0.00012 V.
- The run gives the leakage power summed over all cells as between 1.5 and 2 nW.
- The run gives the power density over cell area as approximately 180 nW/µm².

Outcome:
- The run finished with clean final reports.

Cells and area:
- Per the run report, area growth between synthesis and finish was 24.59%.
- The run gives the post-route cell area as ~4800 µm².
- Of the cells placed in the final design, the portion with a size suffix greater than 1 is 0.04520.
## state kept, by name (all words and copies together) (netlist names)
register	cells
cnt	65
state	1
ready	1
## logic make-up (layout without fill, tap and decap cells)
family / count (synthesis) / count (layout) / synth area share
mux: 1 / 1 / 0.002603
buf+inv: 33 / 97 / 0.03481
fa+ha+maj: 1 / 1 / 0.003253
flops: 67 / 67 / 0.3487
compound gates: 64 / 64 / 0.09532
simple gates: 209 / 209 / 0.3058
xor+xnor: 92 / 92 / 0.2095
## worst max path at each step
stage | endpoint | cells past startpoint | start
final | state | 6 | delay[48]
after global routing | state | 6 | delay[27]
after CTS | state | 6 | delay[48]
## metal layers
layer	vias up	global-route usage	share of wire
li1	1808	-	-
met1	1634	0.4116	0.46
met2	117	0.4167	0.45
met3	15	0.06443	0.072
met4	0	0.04508	0.015
met5	-	0	0
## layout make-up
type,instances,area [µm²]
clock buffers,12,155.1
clock inverters,4,72.57
fillers,605,2539
inverters,12,45.04
multi-input cells,367,2371
flip-flops and latches,67,1341
well taps,99,123.9
repair buffers,69,683.2
## worst max-delay path, delay by kind of cell
| kind | cells | cell delay [ns] |
|---|---|---|
| simple gates | 3 | 1.28 |
| compound gates | 1 | 0.17 |
| xor+xnor | 1 | 0.17 |
| buf+inv | 1 | 0.42 |
## power breakdown
part | total [mW] | switching (mW) | internal (mW)
Combinational | 0.154 | 0.0647 | 0.0898
Clock | 0.302 | 0.121 | 0.181
Sequential | 0.425 | 0.0684 | 0.357
Total | 0.882 | 0.254 | 0.628
## metrics by stage
stage	utilization	setup WS, ns	hold WS (ns)	power (mW)	instances
CTS	0.6537	5.047	0.4620	0.8890	630
global placement	0.6226	4.677	0.4378	0.5827	614
detailed placement	0.6226	4.676	0.4520	0.5843	614
floorplan	-	5.508	0.4296	0.5176	467
global route	0.6537	4.911	0.4871	0.9258	630
finish	0.6537	4.991	0.4596	0.8817	630
## layout by cell type, fill, tap and decap left out, types with 10 or more instances in the layout
cell type                          n
sky130_fd_sc_hd__dfxtp_1          67
sky130_fd_sc_hd__clkdlybuf4s50_1  66
sky130_fd_sc_hd__xor2_1           54
sky130_fd_sc_hd__xnor2_1          38
sky130_fd_sc_hd__nor2_1           38
sky130_fd_sc_hd__nand3_1          30
sky130_fd_sc_hd__a21oi_1          30
sky130_fd_sc_hd__nand4_1          29
sky130_fd_sc_hd__nand2_1          24
sky130_fd_sc_hd__or4_1            23
sky130_fd_sc_hd__o21ai_0          17
sky130_fd_sc_hd__nor4_1           16
sky130_fd_sc_hd__o31ai_1          13
sky130_fd_sc_hd__inv_1            11
sky130_fd_sc_hd__clkbuf_8         11
sky130_fd_sc_hd__nor3_1           10
No activity file was given, so power comes from the tool's default toggle rates.
